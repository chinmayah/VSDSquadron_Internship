**/design/flow/run.sh**
```bash
#!/bin/bash
# OpenROAD 26Q1-2900-gdf79404cd8, Yosys 0.63+post, stock flow scripts
make -C /OpenROAD-flow-scripts/flow DESIGN_CONFIG=/design/flow/config.mk WORK_HOME=/design/flow/orfs finish
```
**/design/flow/config.mk**
```make
export PLATFORM = sky130hd
export DESIGN_NAME = uart_tx
export DESIGN_NICKNAME = uart_tx
export VERILOG_FILES = /design/flow/design.v
export SDC_FILE = /design/flow/constraint.sdc
export NUM_CORES = 4
export LEC_CHECK = 1
export CORE_AREA = 10 10 101 101
export DIE_AREA = 0 0 111 111
```
**/design/flow/constraint.sdc**
```tcl
current_design uart_tx

set clk_period 2.7
set clk_io_pct 0.2

create_clock -name clk0 -period $clk_period [get_ports {clk}]

set non_clock_inputs [all_inputs -no_clocks]
set_input_delay [expr $clk_period * $clk_io_pct] -clock clk0 $non_clock_inputs
set_output_delay [expr $clk_period * $clk_io_pct] -clock clk0 [all_outputs]
```
**/design/flow/design.v**
```verilog
module uart_tx(
    input clk,
    input reset,
    input start,
    input [7:0] data,
    output reg tx_busy,
    output reg tx_done,
    output reg tx
);
reg [3:0] tx_state;
reg [3:0] bit_count;
reg [12:0] baud_count;
reg [7:0] tx_data_reg;
localparam IDLE = 4'b0000;
localparam START_BIT = 4'b0001;
localparam DATA_BITS = 4'b0010;
localparam STOP_BIT = 4'b0011;
always @(posedge clk or posedge reset) begin
    if (reset) begin
        tx_busy <= 1'b0;
        tx_done <= 1'b0;
        tx_state <= IDLE;
        bit_count <= 4'd0;
        baud_count <= 13'd0;
    end
    else begin
        case(tx_state)
            IDLE: begin
                tx <= 1'b1;
                if (start) begin
                    tx_busy <= 1'b1;
                    tx_done <= 1'b0;
                    tx_state <= START_BIT;
                    tx_data_reg <= data;
                    bit_count <= 4'd0;
                    baud_count <= 13'd0;
                end
            end
            START_BIT: begin
                tx <= 1'b0;
                if (baud_count == 13'd0) begin
                    tx_state <= DATA_BITS;
                end
            end
            DATA_BITS: begin
                tx <= tx_data_reg[bit_count];
                if (baud_count == 13'd0) begin
                    bit_count <= bit_count + 1;
                    if (bit_count == 8'd7) begin
                        tx_state <= STOP_BIT;
                    end
                    baud_count <= 13'd0;
                end
            end
            STOP_BIT: begin
                tx <= 1'b1;
                if (baud_count == 13'd0) begin
                    tx_busy <= 1'b0;
                    tx_done <= 1'b1;
                    tx_state <= IDLE;
                    bit_count <= 4'd0;
                end
            end
        endcase
        if (baud_count < 13'd16) begin
            baud_count <= baud_count + 1;
        end
    end
end
endmodule
```
==> impl_metrics.json <==
{
  "clockBufferDepth": 2,
  "insertion_delay_ns": 0.28,
  "ys.warnings.count": 1,
  "async_flop_share_pct": 71.9,
  "crit_chain": "or4_1 -> or4_4 -> a211o_1 -> a22o_1",
  "worstMarginPinSlew_ns": 0.702,
  "hold_path.class": "flip-flop to flip-flop",
  "post_cts.repair.setup_buffers": 0,
  "ant_nets": 0,
  "fp.dieH_um": 111,
  "status": "finished clean",
  "tns_ns": 0,
  "rows": 33,
  "dieArea_mm2": 0.0123,
  "cts_resized": 0,
  "slowest_delay_ns": 0.63,
  "ys.flop_type": "dfrtp_1",
  "power.leakage_nw": 0.731,
  "numCtsBuffers": 5,
  "clock_skew_ns": 0.00519,
  "diodes": 0,
  "grt_pass1_wl_mm": 4.84,
  "core_area_mm2": 0.00813,
  "h-tree-depth": 2,
  "drc": 0,
  "synth.distinct_cells": 43,
  "drv_slew": 0,
  "setup_viol": 0,
  "grt_usage_pct": 4.51,
  "final_cell_mix": "dfrtp_1 (22), clkdlybuf4s50_1 (13), nand2_1 (9), edfxtp_1 (9)",
  "crit_type": "flip-flop to flip-flop",
  "crit_path_end_kind": "flip-flop",
  "powerDensity_mw_per_mm2": 817,
  "dpl_cell_area_mm2": 0.00173,
  "route.vias.total": 1007,
  "die_x_um": 111,
  "boundaryPins": 14,
  "period_needed_ns": 2.21,
  "antenna_found_initial": 0,
  "ys_area_mm2": 0.00148,
  "area_growth_syn_to_layout_pct": 23.6,
  "cp_max_fo": 8,
  "grt_overflow": 0,
  "cp_slowest_cell": "or4_1",
  "final_layout_size_suffix_gt1_share_pct": 13.2,
  "synth_flops": 32,
  "routed_wl_mm": 2.82,
  "drtIter0Drc": 35,
  "cp.arrival_ns": 2.38,
  "gp_congestion": 0.888,
  "viasPerCell": 4.04,
  "whs_ns": 0.488,
  "cts_root_buf": "clkbuf_8",
  "warnings": 26,
  "synth_cells": 127,
  "ys_seq_share_pct": 57.2,
  "ys_cells": 127,
  "grt_start_max_net_pins": 14,
  "min_period_over_period_pct": 82.0,
  "io_buffers": 13,
  "wl_per_cell_um": 11.3,
  "rsz0062_at_grt": "no",
  "tritoncts": "done",
  "final_area_mm2": 0.00183,
  "clock_sinks": 32,
  "edf_count": 9,
  "start_kind": "flip-flop",
  "drt_first_pass_iters": 4,
  "final_util_pct": 22.5,
  "ir_worst_vdd_uv": 210,
  "slew_headroom_pct": 52.8,
  "fp_util_pct": 18.2,
  "synth_area_mm2": 0.00148,
  "clkTransAtPathRegs_ns": 0.06,
  "lay_top_count": "dfrtp_1",
  "avgSynthCellArea_um2": 11.7,
  "hold_buffers": 0,
  "drv_cap": 0,
  "largest_register_ffs": 13,
  "place_hpwl_mm": 2.01,
  "max_freq_mhz": 452,
  "hold_viol": 0,
  "required_ns": 2.87,
  "grt_pass1_vias": 979
}
logic make-up (layout without fill, tap and decap cells):
kind of cell | count (synthesis) | count (layout) | synth area share (%)
buffers and inverters | 15 | 32 | 4.40
multiplexers | 4 | 4 | 4.48
AND-OR/OR-AND | 31 | 31 | 15.7
adder cells (fa/ha/maj) | 3 | 3 | 2.54
flip-flops | 32 | 32 | 57.2
AND/OR/NAND/NOR | 42 | 42 | 15.6
worst max-delay path, delay by kind of cell (launching register included):
kind,cells,cell delay (ns)
and+or+nand+nor,2,1.22
AOI/OAI and AO/OA,2,0.50
DFF,1,0.37
stage by stage:
stage / worst slack [ns] / std cells / total power, mW
after global placement: 0.512 / 241 / 1.11
final: 0.487 / 249 / 1.49
after global routing: 0.404 / 249 / 1.61
after floorplan: 0.485 / 127 / 1.01
after detailed placement: 0.493 / 241 / 1.11
after CTS: 0.487 / 249 / 1.51
area by class of cell:
cell class              count  area [µm²]
clock buffers               8         100
fillers                   843        6300
inverters                   8        30.0
multi-input cells          80         568
flip-flops and latches     32         847
well taps                 105         131
repair buffers             16         153
cells in the mapped netlist (2+ instances only):
cell / n / share of area [%]
ha_1: 3 / 2.5
clkbuf_1: 5 / 1.3
a22o_1: 4 / 2.4
or4_1: 2 / 1.0
edfxtp_1: 9 / 18
o21ai_0: 6 / 2.0
nor4_1: 3 / 1.3
nand2_1: 9 / 2.3
nand3_1: 6 / 2.0
inv_1: 8 / 2.0
a21oi_1: 8 / 2.7
and2_1: 3 / 1.3
nor2b_1: 3 / 1.3
dfrtp_1: 22 / 37
nor2_1: 7 / 1.8
mux4_2: 2 / 3.0
where the power goes:
group	internal, mW	switching [mW]	leakage (nW)	total [mW]
Combinational	0.218	0.215	0.304	0.433
Sequential	0.570	0.0988	0.375	0.669
Clock	0.232	0.161	0.0515	0.393
worst paths after layout:
check / slack (ns) / depth (start not counted) / from / to
max in group asynchronous: 1.43 / 3 / reset / tx_state[0]$_DFF_PP1_
min in group asynchronous: 0.65 / 2 / reset / bit_count[1]$_DFFE_PP0P_
max reg2reg: 0.49 / 4 / baud_count[6]$_DFFE_PP0P_ / bit_count[2]$_DFFE_PP0P_
min reg2reg: 0.49 / 1 / baud_count[10]$_DFFE_PP0P_ / baud_count[10]$_DFFE_PP0P_
min: 0.49 / 1 / baud_count[10]$_DFFE_PP0P_ / baud_count[10]$_DFFE_PP0P_
max: 0.49 / 4 / baud_count[6]$_DFFE_PP0P_ / bit_count[2]$_DFFE_PP0P_
layer usage:
metal  vias to the layer above  part of all wire (%)  global-route usage [%]  routed length (µm)
met5                         -                     0                       0                   0
met4                         0                   3.1                    1.22                  87
met3                         5                   5.5                    1.37                 154
met2                        22                    44                    6.96                1250
met1                       478                    47                    6.03                1330
li1                        502                     -                       -                   -
Power is estimated from default activity; no workload was simulated.
